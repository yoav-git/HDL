==> design.v <==
module dff_sync #(WIDTH = 1)(
							 input  logic               clk,
							 input  logic               resetb,
							 input  logic [WIDTH-1:0]   d,
							 output logic [WIDTH-1:0]   q
							 );
	logic [WIDTH-1:0] q1;
	logic [WIDTH-1:0] q2;
	always_ff @ (posedge clk or negedge resetb)
		if (~resetb)
		  begin
			q1 <= '0;
			q2 <= '0;
		  end
		else
		  begin
			q1 <= d;
			q2 <= q1;
		  end
	assign q = q2;
endmodule
module bin2gray #(parameter WIDTH = 4)
				(
				input logic			[WIDTH - 1:0]bin,
				output logic		[WIDTH - 1:0]gray
				);
	assign gray[WIDTH - 1] = bin[WIDTH - 1];
	genvar i;
	generate
		for(i = 0; i < WIDTH - 1; i++)
			assign gray[i] = bin[i + 1] ^ bin[i];
	endgenerate
endmodule  
module gray2bin #(parameter WIDTH = 4)
				(
				input logic			[WIDTH - 1:0]gray,
				output logic		[WIDTH - 1:0]bin
				);
	assign bin[WIDTH - 1] = gray[WIDTH - 1];
	genvar i;
	generate
		for(i = WIDTH - 2; i >= 0; i--)
			assign bin[i] = bin[i + 1] ^ gray[i];
	endgenerate
endmodule  
module counter #(parameter WIDTH = 4, parameter RST = 4'b0)
					(
					input logic			clk,
					input logic			resetb,
					input logic			en,
					output logic		[WIDTH - 1:0]count_bin,
					output logic		[WIDTH - 1:0]count_gray
					);
	logic [WIDTH - 1:0]gray_counter;
	logic [WIDTH - 1:0]bin_wire;
	logic [WIDTH - 1:0]bin_inc_wire;
	logic [WIDTH - 1:0]gray_wire;
	gray2bin #(.WIDTH(WIDTH)) gray2bin_ins (.gray(gray_counter), .bin(bin_wire));
	bin2gray #(.WIDTH(WIDTH)) bin2gray_ins (.bin(bin_inc_wire), .gray(gray_wire));
	assign bin_inc_wire = bin_wire + {{(WIDTH - 1){1'b0}}, 1'b1};
	always_ff @ (posedge clk or negedge resetb)
		if(~resetb)
			gray_counter <= RST;
		else if (en)
			gray_counter <= gray_wire;
	assign count_gray = gray_counter;
	assign count_bin = bin_wire;
endmodule  
module asynchronous_fifo(
						input logic			clka,
						input logic			clkb,
						input logic			resetb_clka,
						input logic			[7:0]din_clka,
						input logic			wr_en_clka,
						input logic			rd_en_clkb,
						output logic		full_clka,
						output logic		[7:0]dout_clkb,
						output logic		empty_clkb
						);
	logic [7:0]memory_reg_clka[15:0];
	logic wr_en_wire_clka;
	logic rd_en_wire_clkb;
	logic [3:0]wr_ptr_bin_wire_clka;
	logic [3:0]wr_ptr_gray_wire_clka;
	logic [3:0]wr_ptr_bin_wire_clkb;
	logic [3:0]wr_ptr_gray_wire_clkb;
	logic [3:0]rd_ptr_bin_wire_clkb;
	logic [3:0]rd_ptr_gray_wire_clkb;
	logic [3:0]rd_ptr_bin_wire_clka;
	logic [3:0]rd_ptr_gray_wire_clka;
	logic resetb_clkb;
	counter #(.WIDTH(4), .RST(4'b0)) wr_ptr_counter_clka_ins(.clk(clka), .resetb(resetb_clka),
			.en(wr_en_wire_clka), .count_bin(wr_ptr_bin_wire_clka), .count_gray(wr_ptr_gray_wire_clka));
	counter #(.WIDTH(4), .RST(4'b1000)) rd_ptr_counter_clkb_ins(.clk(clkb), .resetb(resetb_clkb),    
			.en(rd_en_wire_clkb), .count_bin(rd_ptr_bin_wire_clkb), .count_gray(rd_ptr_gray_wire_clkb));	
	dff_sync #(.WIDTH(4)) dff_sync_clka2clkb_ins(.clk(clkb), .resetb(resetb_clkb), .d(wr_ptr_gray_wire_clka), .q(wr_ptr_gray_wire_clkb));
	dff_sync #(.WIDTH(4)) dff_sync_clkb2clka_ins(.clk(clka), .resetb(resetb_clka), .d(rd_ptr_gray_wire_clkb), .q(rd_ptr_gray_wire_clka));
	dff_sync #(.WIDTH(1)) reset_sync_clka2clkb_ins(.clk(clkb), .resetb(resetb_clka), .d(1'b1), .q(resetb_clkb));
	gray2bin #(.WIDTH(4)) gray2bin_read_ptr_clka_ins(.gray(rd_ptr_gray_wire_clka), .bin(rd_ptr_bin_wire_clka));
	gray2bin #(.WIDTH(4)) gray2bin_write_ptr_clkb_ins(.gray(wr_ptr_gray_wire_clkb), .bin(wr_ptr_bin_wire_clkb));
	always_ff @ (posedge clka)
		if(wr_en_wire_clka)
			memory_reg_clka[wr_ptr_bin_wire_clka] <= din_clka; 
	assign wr_en_wire_clka = wr_en_clka & ~full_clka;
	assign rd_en_wire_clkb = rd_en_clkb & ~empty_clkb;
	assign full_clka = wr_ptr_bin_wire_clka + 4'b1 == rd_ptr_bin_wire_clka;
	assign empty_clkb = rd_ptr_bin_wire_clkb + 4'b1 == wr_ptr_bin_wire_clkb;
	assign dout_clkb = memory_reg_clka[rd_ptr_bin_wire_clkb];
endmodule  
==> run.sh <==
#!/bin/bash
# OpenROAD 26Q1-2900-gdf79404cd8, Yosys 0.63+post, stock flow scripts
make -C /OpenROAD-flow-scripts/flow DESIGN_CONFIG=/design/flow/config.mk WORK_HOME=/design/flow/orfs finish
==> config.mk <==
export PLATFORM = sky130hd
export DESIGN_NAME = asynchronous_fifo
export DESIGN_NICKNAME = asynchronous_fifo
export VERILOG_FILES = /design/flow/design.v
export SDC_FILE = /design/flow/constraint.sdc
export NUM_CORES = 4
export LEC_CHECK = 1
export CORE_UTILIZATION = 40
==> constraint.sdc <==
current_design asynchronous_fifo

set clk_period 6.2
set clk_io_pct 0.2

create_clock -name clk0 -period $clk_period [get_ports {clka}]
create_clock -name clk1 -period $clk_period [get_ports {clkb}]

set non_clock_inputs [all_inputs -no_clocks]
set_input_delay [expr $clk_period * $clk_io_pct] -clock clk0 $non_clock_inputs
set_output_delay [expr $clk_period * $clk_io_pct] -clock clk0 [all_outputs]
==> results_dict.tcl <==
# yosys + openroad results
set metrics [dict create \
    syn_area_mm2 0.00625 \
    finalHoldViolations 0 \
    rows 45 \
    yosys_warnings 5 \
    top_area_cell "edfxtp_1" \
    dpl.hpwl_mm 7.27 \
    finClkSkew_ns 0.00890 \
    yosysChipArea_mm2 0.00625 \
    dpl_cell_area_mm2 0.00664 \
    total_power_mw 4.08 \
    syn_area_per_cell_um2 20.0 \
    chipArea_mm2 0.0161 \
    rr_worst_depth 10 \
    mostFrequentLayoutCell "edfxtp_1" \
    ys_ff 154 \
    rr_startpoint "wr_ptr_counter_clka_ins.gray_counter[3]" \
    grt_util_all_layers_pct 16.6 \
    grt_pass1_vias 3165 \
    tns_ns 0 \
    synthCells 313 \
    cp.arrival_ns 3.81 \
    startpoint_type "flip-flop" \
    endpoint_kind "primary output" \
    drtAntennaViolNets 0 \
    power.density_mw_per_mm2 561 \
    place_ws_ns 1.41 \
    grt_start_max_net_pins 27 \
    outcome "finished, final reports clean" \
    gp_congestion 0.833 \
    ys_seq_share_pct 72.0 \
    yosysTopAreaCellShare_pct 61.5 \
    port_buffers 21 \
    rsz0062_at_grt "no" \
    r2r_slack_ns 2.21 \
    drtPass1Iterations 4 \
    min_path_type "reg2async" \
    overflow 0 \
    via_count 2929 \
    reg2reg_to "memory_reg_clka[1][4]" \
    path_clk_slew_ns 0.05 \
    ff_type "edfxtp_1" \
    grt_pass1_wl_mm 18.2 \
    yosys_cells 313 \
    fin_ws_ns 1.15 \
    wl_per_cell_um 21.1 \
    n_antenna_cell 0 \
    drc_errors 0 \
    design_area_mm2 0.00728 \
    drv_slew 0 \
    postCtsSetupBuffers 0 \
    initial_core_util_pct 41.1 \
    drive_gt1_share_pct 23.0 \
    warnings 30 \
    critPathKind "reg2out" \
    synthDistinctLibCells 41 \
    lay_top_cells "edfxtp_1, mux4_2, dfrtp_1" \
    tritoncts "built" \
    ir_drop_mv 0.243 \
    async_reset_ff_share_pct 16.9 \
    antenna_found_initial 0 \
    drt_wl_total_mm 11.5 \
    required_ns 4.96 \
    io-pin-count 23 \
    edf_count 128 \
    report.final.setup_viol 0 \
    ctsResizeCount 0 \
    syn_to_final_growth_pct 16.6 \
    leakage_nw 2.52 \
    cts.sinks 154 \
    die_w_um 127 \
    die_h_um 127 \
    slew_headroom_pct 57.4 \
    core-area_mm2 0.0152 \
    crit_fanout 26 \
    worstMarginPinSlew_ns 0.637 \
    area_leaders "edfxtp_1, mux4_2, dfrtp_1, ha_1, xnor2_1" \
    viasPerCell 5.37 \
    drv_cap 0 \
    drtIter0Drc 235 \
    postCtsHoldBufs 0 \
]
-- critical path, stage by stage, from the launching register on --
cell             delay, ns
dfstp_2               0.77
xnor2_1               0.21
inv_1                 0.11
ha_1                  0.66
buf_12                0.28
xor2_1                0.20
o21ai_0               0.21
a221o_1               0.40
a21oi_2               0.21
clkdlybuf4s50_1       0.49
-- sequential cells by signal, indices dropped and copies added, names as in the netlist, named ones only --
register and flops:
wr_ptr_counter_clka_ins.gray_counter 3, reset_sync_clka2clkb_ins.q1 1, dff_sync_clka2clkb_ins.q2 4, reset_sync_clka2clkb_ins.q2 1, rd_ptr_counter_clkb_ins.gray_counter 3, dff_sync_clkb2clka_ins.q1 4, dff_sync_clkb2clka_ins.q2 4, memory_reg_clka 128
dff_sync_clka2clkb_ins.q1 4
-- report_power, final --
part / leakage, nW / switching [mW] / total [mW] / internal (mW)
Clock: 0.315 / 0.446 / 1.07 / 0.623
Sequential: 1.46 / 0.135 / 1.47 / 1.33
Combinational: 0.745 / 0.739 / 1.55 / 0.810
-- per-stage QoR --
stage	utilization, %	instances	hold slack (ns)
global route	47.9	545	0.245
finish	47.9	545	0.197
global placement	43.6	509	0.202
CTS	47.9	545	0.218
floorplan	-	313	0.146
detailed placement	43.6	509	0.210
-- metal layers --
metal / global-route usage (%) / vias to the layer above / share of wire, %
met5: 0 / - / 0
li1: - / 1338 / -
met2: 23.1 / 115 / 46
met3: 9.15 / 12 / 9.5
met1: 26.0 / 1464 / 43
met4: 2.38 / 0 / 1.5
-- cell usage after synthesis (2+ instances only) --
master / count
edfxtp_1: 128
mux4_2: 40
dfrtp_1: 25
inv_1: 12
and3_1: 10
nand3_1: 10
xnor2_1: 10
and4_1: 9
ha_1: 8
o211ai_1: 7
a21oi_1: 6
clkbuf_1: 5
buf_2: 4
o21ai_0: 3
xor2_1: 3
a211o_1: 2
buf_1: 2
mux2i_1: 2
nand2b_1: 2
nor2_1: 2
nor2b_1: 2
xnor3_1: 2
-- kinds of logic after synthesis --
group           after synthesis  share of synthesized area (%)
flops                       154                           72.0
mux                          42                           14.7
simple gates                 41                           4.15
buf+inv                      27                           2.08
compound gates               25                           2.84
xor+xnor                     15                           2.54
fa+ha+maj                     8                           1.60
other cells                   1                         0.0600
-- worst max path at each step --
stage	from	end	slack [ns]	cells after the start
CTS	rd_ptr_counter_clkb_ins.gray_counter[3]	empty_clkb	1.10	9
global route	rd_ptr_counter_clkb_ins.gray_counter[3]	empty_clkb	0.86	9
finish	rd_ptr_counter_clkb_ins.gray_counter[3]	empty_clkb	1.15	9
-- area by class of cell --
class | count | area [um^2]
Fill cell | 1215 | 7920
Sequential cell | 154 | 4500
Multi-Input combinational cell | 132 | 1620
Clock buffer | 21 | 514
Timing Repair Buffer | 23 | 238
Tap cell | 188 | 235
Clock inverter | 15 | 135
Inverter | 12 | 45.0
Power figures rest on the tool's default switching activity, not on a simulated workload.
