File: /design/flow/run.sh
#!/bin/bash
# OpenROAD 26Q1-2900-gdf79404cd8, Yosys 0.63+post, stock flow scripts
make -C /OpenROAD-flow-scripts/flow DESIGN_CONFIG=/design/flow/config.mk WORK_HOME=/design/flow/orfs finish
File: /design/flow/config.mk
export PLATFORM = sky130hd
export DESIGN_NAME = power_on
export DESIGN_NICKNAME = power_on
export VERILOG_FILES = /design/flow/design.v
export SDC_FILE = /design/flow/constraint.sdc
export NUM_CORES = 4
export LEC_CHECK = 1
export CORE_AREA = 10 10 70 70
export DIE_AREA = 0 0 80 80
File: /design/flow/constraint.sdc
current_design power_on

set clk_period 1.1
set clk_io_pct 0.2

create_clock -name clk0 -period $clk_period [get_ports {clk}]

set non_clock_inputs [all_inputs -no_clocks]
set_input_delay [expr $clk_period * $clk_io_pct] -clock clk0 $non_clock_inputs
set_output_delay [expr $clk_period * $clk_io_pct] -clock clk0 [all_outputs]
File: /design/flow/design.v
module power_on(
				input logic resetb,
				input logic clk,
				input power_good,
				output logic enable
				);
	parameter logic[4:0] END_COUNT = 5'b11110;  
	logic [4:0]counter_reg;
	always_ff @ (posedge clk or negedge resetb)
		if(~resetb)
			counter_reg <= 5'b0;
		else if (power_good)
			counter_reg <= counter_reg + {4'b0, ~enable};
		else
			counter_reg <= 5'b0;
	assign enable = (counter_reg == END_COUNT);  
endmodule
==> out/qor.log <==
[status] status finished with violations
[status] failing checks setup timing
[setup_path] critical setup path kind reg2out
[cts] Max clock buf depth 2
[die] Vert. Die Dim 80 um
[drt] via count of the routed design 193
[final_timing] pins over their slew limit 0
[synth] Synth area leaders sky130_fd_sc_hd__dfrtp_1, sky130_fd_sc_hd__ha_1, sky130_fd_sc_hd__mux2i_1, sky130_fd_sc_hd__and2_1, sky130_fd_sc_hd__nand2b_1
[finish] fill cell total of the finished layout 399
[synth] register bit total from synthesis 5
[final_timing] number of failing setup endpoints in the final timing report 3
[synth] total cell area reported by yosys after synthesis 254 um^2
[cts] clock slew at reported path FFs 40 ps
[placed_design] Post-Place Cell Area 389 um^2
[placed_design] routability congestion estimate 0.646
[final_timing] Tightest Pin Transition 209 ps
[die] Core Region 3420 um^2
[power_and_ir_drop] power per unit of standard cell area 1080 nW/um^2
[setup_path] kind of launch point of the worst setup path flop
[global_route] first-pass GRT wire length 848 um
[die] FP Core Util 7.44%
[final_timing] total negative setup slack -472 ps
[synth] Yosys top cell by area sky130_fd_sc_hd__dfrtp_1
[die] total I/O pin count 4
[finish] layout cell share with drive strength beyond 1 41.7%
[synth] Mean Syn Cell Area 11.0 um^2
[setup_path] Worst EP required 880 ps
[synth] warnings from Yosys 1
[finish] area growth from synthesis to layout 73.9%
[drt] Via-to-Cell Ratio 2.35
[finish] number of flip-flops in the largest register 5
[final_timing] unrepaired setup endpoints after global routing yes
[die] overall die width 80 um
[drt] violation count after the first detailed-route iteration 11
[setup_path] depth of the worst register-to-register path 5
[drt] number of antenna-violating nets in the routed design 0
[global_route] maximum number of pins on one net before global-route repair 8
[synth] Post-Synthesis Cell Area 254 um^2
[min_path] Hold/Removal Path Class in2async
[cts] Clock H-tree levels 1
[synth] Yosys cell types 11
[final_timing] final worst path period share 119%
[synth] instance count of the mapped netlist 23
[global_route] Total Routing Usage GR 1.65%
[cts] number of buffers inserted by hold repair at cts 0
[setup_path] nature of the critical path endpoint output pin
[final_timing] final hold slack 195 ps
[die] Cell Rows 21
[global_route] sum of overflow across all layers after global routing 0
[final_timing] Final Hold Violation Tally 0
[power_and_ir_drop] Power Total 0.000476 W
[drt] detailed-route wire length 461 um
[drt] drt drc 0
[power_and_ir_drop] worst vdd ir 136 uV
[global_route] vias in the first global route 220
[setup_path] arrival time worst endpoint 1090 ps
[final_timing] setup skew after layout 1.28 ps
[global_route] antenna violations before repair 0
[run] number of maximum-capacitance constraint violations 0
[setup_path] highest net fanout along the worst path 2
[final_timing] Final Worst Setup Slack -206 ps
[final_timing] worst max-slew margin expressed relative to the limit 86.0%
[cts] total CTS buffers 3
[cts] CTS root buf sky130_fd_sc_hd__clkbuf_4
[drt] number of iterations in the first detailed-routing pass 2
[power_and_ir_drop] total leakage power 0.207 nW
[run] stage-log warning count 29
[cts] count of clock tree sinks 5
[cts] clock tree from TritonCTS done
[synth] portion of the post-synthesis area used by sequential elements 49.3%
[synth] area share of the leading cell type in the synthesized netlist 49.3%
[die] chip area 6400 um^2
[final_timing] final critical path time including I/O delays and setup 1310 ps
[drt] number of antenna diodes 0
[placed_design] worst slack, placed -362 ps
[final_timing] FMAX 0.766 GHz
[synth] cell total in the yosys stat output 23
[cts] clock latency on the worst-skew pair 240 ps
[drt] wire per inst 5.62 um
[placed_design] tally of buffers added on design ports 3
[finish] Post-Layout Inst Area 442 um^2
## final timing paths
check                                    startpoint                        to  slack (ps)
setup / recovery           counter_reg[0]$_DFF_PN0_                    enable        -210
hold / removal                               resetb  counter_reg[4]$_DFF_PN0_         190
setup reg to reg           counter_reg[0]$_DFF_PN0_  counter_reg[0]$_DFF_PN0_        -140
hold reg to reg            counter_reg[1]$_DFF_PN0_  counter_reg[1]$_DFF_PN0_         600
max in group asynchronous                    resetb  counter_reg[1]$_DFF_PN0_         730
min in group clk0          counter_reg[1]$_DFF_PN0_  counter_reg[1]$_DFF_PN0_         600
## repair_timing
action / CTS / global route
setup endpoints to repair: 4 / 4
cloned: 0 / 0
pin swaps: 2 / 3
setup buffers: 0 / 3
gates resized: 5 / 2
## layout make-up
class,instances,area (um^2),area share [%]
flip-flops and latches,5,125,28.3
multi-input cells,16,151,34.3
clock buffers,4,26.3,5.95
inverters,2,7.51,1.70
well taps,46,57.6,13.0
repair buffers,9,73.8,16.7
## cells in the final DEF (no fill, tap or decap)
| master | netlist | final |
|---|---|---|
| sky130_fd_sc_hd__and2_1 | 2 | 2 |
| sky130_fd_sc_hd__buf_2 | 0 | 1 |
| sky130_fd_sc_hd__buf_4 | 0 | 5 |
| sky130_fd_sc_hd__buf_6 | 0 | 1 |
| sky130_fd_sc_hd__clkbuf_1 | 0 | 1 |
| sky130_fd_sc_hd__clkbuf_4 | 0 | 3 |
| sky130_fd_sc_hd__clkdlybuf4s50_1 | 0 | 2 |
| sky130_fd_sc_hd__dfrtp_1 | 5 | 5 |
| sky130_fd_sc_hd__ha_2 | 0 | 2 |
| sky130_fd_sc_hd__ha_4 | 0 | 1 |
| sky130_fd_sc_hd__inv_1 | 2 | 2 |
| sky130_fd_sc_hd__mux2i_1 | 2 | 2 |
| sky130_fd_sc_hd__nand2_1 | 2 | 2 |
| sky130_fd_sc_hd__nand2b_1 | 2 | 2 |
| sky130_fd_sc_hd__nand3_1 | 2 | 1 |
| sky130_fd_sc_hd__nand3_2 | 0 | 1 |
| sky130_fd_sc_hd__nand4_1 | 1 | 1 |
| sky130_fd_sc_hd__nor2b_1 | 1 | 1 |
| sky130_fd_sc_hd__xor2_2 | 0 | 1 |
## report_power, final
group          leakage [nW]  total (W)  internal, W  switching [W]
sequential           0.0673   0.000199     0.000194     0.00000506
combinational         0.125  0.0000706    0.0000410      0.0000296
clock                0.0150   0.000207     0.000137      0.0000698
## kinds of logic after synthesis
| kind of cell | share of synthesized area [%] |
|---|---|
| multiplexers | 7.88 |
| AND/OR/NAND/NOR | 21.7 |
| flip-flops | 49.3 |
| XOR/XNOR | 3.45 |
| buffers and inverters | 2.96 |
| adder cells (fa/ha/maj) | 14.8 |
## metrics by stage
stage | util (%) | instances
CTS | 12.4 | 81
floorplan | - | 23
global placement | 11.4 | 77
detailed placement | 11.4 | 77
global route | 12.9 | 82
finish | 12.9 | 82
## critical path, cell delays in order (launching register included)
cell and delay [ps]:
sky130_fd_sc_hd__dfrtp_1 370, sky130_fd_sc_hd__inv_1 60, sky130_fd_sc_hd__ha_2 150, sky130_fd_sc_hd__nand4_1 110, sky130_fd_sc_hd__inv_1 70, sky130_fd_sc_hd__buf_2 90
## cell usage after synthesis
cell type,instances
sky130_fd_sc_hd__xor2_1,1
sky130_fd_sc_hd__nand2b_1,2
sky130_fd_sc_hd__and2_1,2
sky130_fd_sc_hd__dfrtp_1,5
sky130_fd_sc_hd__mux2i_1,2
sky130_fd_sc_hd__inv_1,2
sky130_fd_sc_hd__ha_1,3
sky130_fd_sc_hd__nand2_1,2
sky130_fd_sc_hd__nand3_1,2
sky130_fd_sc_hd__nor2b_1,1
sky130_fd_sc_hd__nand4_1,1
## per-layer routing
layer | wire (um) | up-vias | global-route usage [%]
li1 | - | 102 | -
met1 | 177 | 87 | 1.74
met2 | 223 | 2 | 2.33
met3 | 54 | 2 | 1.25
met4 | 6 | 0 | 0.880
met5 | 0 | - | 0
No activity file was given, so power comes from the tool's default toggle rates.
